==> /design/flow/config.mk <==
export PLATFORM = sky130hd
export DESIGN_NAME = top_module
export DESIGN_NICKNAME = top_module
export VERILOG_FILES = /design/flow/design.v
export SDC_FILE = /design/flow/constraint.sdc
export NUM_CORES = 4
export LEC_CHECK = 1
export CORE_AREA = 10 10 70 70
export DIE_AREA = 0 0 80 80
==> /design/flow/constraint.sdc <==
current_design top_module

set clk_period 1.3
set clk_io_pct 0.2

create_clock -name clk0 -period $clk_period [get_ports {clk}]

set non_clock_inputs [all_inputs -no_clocks]
set_input_delay [expr $clk_period * $clk_io_pct] -clock clk0 $non_clock_inputs
set_output_delay [expr $clk_period * $clk_io_pct] -clock clk0 [all_outputs]
==> /design/flow/design.v <==
module top_module (
    input clk,
    input rst_n,
    input [3:1] s,
    output reg fr3,
    output reg fr2,
    output reg fr1,
    output reg dfr
);
parameter SB1   = 3'd0;
parameter S2A1B = 3'd1;
parameter S2A1A = 3'd2;
parameter S3A2B = 3'd3;
parameter S3A2A = 3'd4;
parameter SA3   = 3'd5;
reg [2:0] cur_state, next_state;
always @(posedge clk or negedge rst_n)
begin
    if (!rst_n)
        cur_state <= 3'b000;
    else
        cur_state <= next_state;
end
always@(*)
begin
    case (cur_state)
        SB1:    next_state = s[1] == 0 ? SB1   : S2A1B;
        S2A1B:  next_state = s[1] == 0 ? SB1   : (s[2] == 0 ? S2A1B : S3A2B);
        S2A1A:  next_state = s[1] == 0 ? SB1   : (s[2] == 0 ? S2A1A  : S3A2B);
        S3A2B:  next_state = s[2] == 0 ? S2A1A : (s[3] == 0 ? S3A2B : SA3);
        S3A2A:  next_state = s[2] == 0 ? S2A1A : (s[3] == 0 ? S3A2A  : SA3);
        SA3:    next_state = s[3] == 0 ? S3A2A : SA3;
        default: next_state = 3'b000;
    endcase
end
always@(*)
begin
    if (!rst_n)
        {fr3, fr2, fr1, dfr} = 4'b0000;
    else
    case (cur_state)
        SB1:     {fr3, fr2, fr1, dfr} = 4'b1111;
        S2A1B:   {fr3, fr2, fr1, dfr} = 4'b0110;
        S2A1A:   {fr3, fr2, fr1, dfr} = 4'b0111;
        S3A2B:   {fr3, fr2, fr1, dfr} = 4'b0010;
        S3A2A:   {fr3, fr2, fr1, dfr} = 4'b0011;
        SA3:     {fr3, fr2, fr1, dfr} = 4'b0000;
        default: {fr3, fr2, fr1, dfr} = 4'b0000;
    endcase
end
endmodule
==> /design/flow/run.sh <==
#!/bin/bash
# OpenROAD 26Q1-2900-gdf79404cd8, Yosys 0.63+post, stock flow scripts
make -C /OpenROAD-flow-scripts/flow DESIGN_CONFIG=/design/flow/config.mk WORK_HOME=/design/flow/orfs finish
==> job_summary.md <==
## PnR job results

| Metric | Value |
|---|---|
| Status | `finished with violations` |
| Failing checks | `setup timing` |
| Max VDD drop | `0.404 mV` |
| Init Core Util | `0.0773` |
| Reg clk slew, reported paths | `50 ps` |
| Mux cell area share | `0` |
| Placed Area | `around 440 um2` |
| Top non-seq family | `AND-OR/OR-AND gates` |
| Max-Cap Viols | `0` |
| Post-synthesis adder-cell area fraction | `0` |
| Vias after detailed routing | `251` |
| Synth cell types | `13` |
| Final Hold Fails | `0` |
| Top flop regs | `cur_state (6)` |
| Final setup viols | `3` |
| Worst Reg-to-Reg Cells | `4` |
| Register share after synthesis | `0.573` |
| Iter 0 DRT Violations | `14` |
| Max transition margin | `0.855` |
| # IOs | `9` |
| # fillers | `395` |
| XOR Share, Synth | `0` |
| Post-Place Cells | `83` |
| Clk buf depth | `2` |
| Portion of total power attributed to the clock network | `0.350` |
| Internal power | `slightly above 400 uW` |
| Tool warnings | `27` |
| TritonCTS clock tree | `built` |
| NetSw | `126 uW` |
| Largest net degree at the start of global routing | `7` |
| Num CTS Buffers | `3` |
| Root cell of the clock tree | `clkbuf_4` |
| R2r setup slk | `200 ps` |
| Final WL | `721 um` |
| Mapped Area | `between 200 and 300 um2` |
| Crit path DAT | `1140 ps` |
| Vias in the first global route | `around 280` |
| Vias per cell | `roughly 2.7` |
| First-pass GRT wire length | `1300 um` |
| Yosys warns | `1` |
| All-Layer GR Usage | `0.0267` |
| Routed len/inst | `7.84 um` |
| Setup ws final | `-101 ps` |
| Final period util | `1.08` |
| Yosys Instances | `24` |
| Basic Gates by Area | `0.190` |
| Avg Cell Area, Syn | `between 10 and 15 um2` |
| FF-to-FF End | `cur_state[5]` |
| Clock latency (worst-skew pair) | `250 ps` |
| Initial antenna violation count | `0` |
| HPWL after detailed placement | `583 um` |
| Area grow syn2layout | `87.2%` |
| Max-slew violation count | `0` |
| H-tree Lvls | `1` |
| Measured slew at the worst slew-check pin | `around 210 ps` |
| Register with the most flip-flops | `cur_state` |
| Leakage | `roughly 0.00022 uW` |
| Setup CP Type | `reg2out` |
| Sequential share of power | `0.406` |
| Reg-to-Reg Start | `cur_state[2]` |
| Yosys aoi share | `0.237` |
| Drt pass-1 iters | `3` |
| Crit Path Max Fanout | `3` |
| Die W | `80 um` |
| Most used logic cell in the final layout | `buf_4` |
| Die area | `roughly 6400 um2` |
| Number of flip-flops in the largest register | `6` |
| Worst Setup Start Kind | `register` |
| Post-synth regs | `6` |
| Most frequent cells in the layout | `buf_4, dfrtp_1, buf_2` |
| Hold buffers post-CTS | `0` |
| Hold Path Class | `in2async` |
| Final Skew | `about 6.1 ps` |
| CP endpoint kind | `primary output` |
| Crit path DRT | `1040 ps` |
| Final Util | `0.145` |
| Synthesized instance count | `24` |
| Final Critical Period | `~1400 ps` |
| DRC | `0` |
| RSZ-0062 raised after global routing | `yes` |
| Post-route ant nets | `0` |
| Final antenna diode count | `0` |
| PortBufs | `8` |
| GRT overflow | `0` |
| Clock Sink Count | `6` |
| Non-filler instance count after layout | `roughly 90` |
| Die Y | `80 um` |
| Fmax | `0.714 GHz` |
| Share of cells above drive strength 1 | `0.457` |
| Chip area line of the yosys report | `264 um2` |
| PwrDens | `1070 nW/um2` |
| Final GP Congestion | `between 0.7 and 0.8` |
| Post-layout instance area | `494 um2` |
| Sw Share | `0.238` |
| Comb power frac | `0.244` |
| Rows | `21` |
| Total core area | `3420 um2` |
## power by group through the flow
stage	combinational, uW	sequential, uW	clock (uW)
finish	129	216	186
CTS	131	215	193
global route	144	219	208
## how the worst max path moves through the flow
stage | start | endpoint | slack (ps) | depth (start not counted)
final | cur_state[0] | fr1 | -100 | 4
after global routing | cur_state[0] | fr1 | -190 | 4
after CTS | cur_state[0] | fr1 | -130 | 4
## cells in the mapped netlist
cell | instances | share of area
dfrtp_1 | 5 | 0.47
nor2_1 | 3 | 0.043
o21a_1 | 3 | 0.085
a21boi_1 | 2 | 0.057
a21oi_1 | 2 | 0.038
nor2b_1 | 2 | 0.047
and2_1 | 1 | 0.024
dfstp_2 | 1 | 0.10
nand2_1 | 1 | 0.014
nand2b_1 | 1 | 0.024
nor3_2 | 1 | 0.038
o21ai_0 | 1 | 0.019
o31a_2 | 1 | 0.038
## worst max-delay path, stage by stage, from the launching register on
cell and delay (ps):
dfstp_2 520, buf_6 100, nor3_4 40, a21boi_1 120, buf_2 110
## timing repair
action / CTS / global route
endpoints found under the setup margin: 4 / 3
setup buffers: 5 / 0
gates resized: 15 / 1
pin swaps: 2 / 1
## stage by stage
stage                     worst slack (ps)  setup TNS, ps  power (uW)  hold slack, ps
after CTS                             -135           -291         539             106
after global placement                -381          -1400         320             472
after detailed placement              -411          -1480         326             494
after floorplan                        347              0         251           -35.6
after global routing                  -186           -424         571             127
final                                 -101           -229         531             110
## kinds of logic (layout without fill, tap and decap cells)
kind of cell,after synthesis,after routing
flip-flops,6,6
buffers and inverters,0,22
AND/OR/NAND/NOR,9,9
AND-OR/OR-AND,9,9
## cell type report
type	count	area (um2)	area share
flip-flops and latches	6	151	0.306
repair buffers	18	138	0.278
multi-input cells	18	121	0.246
well taps	46	57.6	0.116
clock buffers	4	26.3	0.0532
## routing by layer
layer | part of all wire | GRT usage
met2 | 0.31 | 0.0321
met1 | 0.48 | 0.0303
met4 | 0 | 0.00352
met3 | 0.21 | 0.0318
met5 | 0 | 0
Power figures rest on the tool's default switching activity, not on a simulated workload.
