$ cat ./run.sh
#!/bin/bash
# OpenROAD 26Q1-2900-gdf79404cd8, Yosys 0.63+post, stock flow scripts
make -C /OpenROAD-flow-scripts/flow DESIGN_CONFIG=/design/flow/config.mk WORK_HOME=/design/flow/orfs finish
$ cat ./config.mk
export PLATFORM = sky130hd
export DESIGN_NAME = mulitiplier
export DESIGN_NICKNAME = mulitiplier
export VERILOG_FILES = /design/flow/design.v
export SDC_FILE = /design/flow/constraint.sdc
export NUM_CORES = 4
export LEC_CHECK = 1
export CORE_UTILIZATION = 30
$ cat ./constraint.sdc
current_design mulitiplier

set clk_period 3.3
set clk_io_pct 0.2

create_clock -name clk0 -period $clk_period [get_ports {clk}]

set non_clock_inputs [all_inputs -no_clocks]
set_input_delay [expr $clk_period * $clk_io_pct] -clock clk0 $non_clock_inputs
set_output_delay [expr $clk_period * $clk_io_pct] -clock clk0 [all_outputs]
$ cat ./design.v
module mulitiplier(A, B, M, clk, rst_n, start, done);
parameter WIDTH = 8;
input  [WIDTH - 1:0] A, B;
output reg [2 * WIDTH - 1:0] M;
input clk, rst_n, start;
output reg done;
parameter LOAD_STATE    = 2'd0;
parameter PRODUCT_STATE = 2'd1;
parameter DONE_STATE    = 2'd2;
reg [WIDTH - 1:0] multiplicand;
reg [2 * WIDTH - 1:0] product;
reg [2:0] count;
reg [1:0] cur_state, next_state;
reg signed_bit;
always@(*)
begin
    case (cur_state)
        LOAD_STATE: next_state = start ? PRODUCT_STATE : LOAD_STATE;
        PRODUCT_STATE: next_state = count == WIDTH - 1 ? DONE_STATE : PRODUCT_STATE;
    endcase
end
always @ (posedge clk or negedge rst_n)
begin
    if (!rst_n)
    begin
        multiplicand = {WIDTH{1'b0}};
        product = {2*WIDTH{1'b0}};
        cur_state = 2'd0;
        count = 3'd0;
        M = {2*WIDTH{1'b0}};
        done = 1'b0;
        signed_bit = 1'b0;
    end
    else
    begin
        cur_state = next_state;
        case (cur_state)
            LOAD_STATE:
            begin
                multiplicand = !A[WIDTH - 1] ? A : ~A + 1;
                product[WIDTH - 1:0] = !B[WIDTH - 1] ? B : ~B + 1;
                signed_bit = A[WIDTH - 1] ^ B[WIDTH - 1];
            end
            PRODUCT_STATE:
            begin
                if (product[0] == 1)
                    product[2 * WIDTH - 1:WIDTH] = product[2 * WIDTH - 1:WIDTH] + multiplicand;
                product = {0, product[2 * WIDTH - 1: 1]};
                count = count + 1;
            end
            DONE_STATE:
            begin
                M = signed_bit ? ~product + 1 : product;
                done = 1'b1;
            end
        endcase
    end
end
endmodule
==> impl_metrics.csv <==
group,metric,value,unit
run_status,status,"finished, final reports clean",
cts,cts_tree,"built",
timing,worst_pin_slew,0.691,ns
logic_synthesis,syn-instance-count,299,
drt,vias,2126,
cts,htreeDepth,2,
logic_synthesis,yosysChipArea,2770,µm²
logic_synthesis,syn_avg_cell_area,9.25,µm²
drt,first_pass_iters,14,
logic_synthesis,top_area_cell,"dfrtp_1",
floorplan,num_rows,34,
timing,unconstrained_endpoints,4,
drt,ant_nets,0,
power,p_comb_frac,0.296,
floorplan,die_h,98.0,µm
cts,path_clk_slew,0.08,ns
timing,setup_violations,0,
power,vdd.ir_drop.worst,214,µV
power,p_leak,1.43,nW
power,p_per_area,455,nW/µm²
power,internal_power,1.01,mW
logic_synthesis,syn-cell-area,2770,µm²
power,swShare,0.322,
critical_path,end_kind,"flop",
timing,grt_setup_unrepaired,"false",
drt,drc,0,
critical_path,crit_arrival,2.32,ns
floorplan,die_x,98.0,µm
timing,min_period,2.14,ns
power,switchingPower,481,µW
global_route,grt_pass1_vias,2000,
cts,cts_setup_buffers,0,
logic_synthesis,synth.area.top_cells,"dfrtp_1, nand2_1, ha_1",
timing,slew_viol_final,0,
logic_synthesis,synth-warning-count,1,
floorplan,fp_util,0.314,
cts,numCtsBuffers,5,
run,maxCapViolations,0,
critical_path,crit_fanout,7,
timing,unclocked_regs,2,
timing,finalHoldViolCount,0,
drt,routedWlPerCell,12.6,µm
placement,gp_congestion,0.873,
timing,fmaxAchievable,467,MHz
drt,finalWirelength,5510,µm
placement,io_buffer_count,35,
logic_synthesis,ff_type,"dfrtp_1",
drt,drt_iter0_markers,58,
cts,ctsHoldBuffers,0,
cts,clk_path_buf_depth,2,
cells_and_area,drive_gt1_frac,0.0579,
drt,n_antenna_cell,0,
global_route,grt_pass1_wl,9560,µm
global_route,grt_max_degree,34,
floorplan,die-area,9600,µm²
timing,clock_skew,0.00652,ns
cts,cts_resized,0,
logic_synthesis,edf_count,0,
power,seqPwrFrac,0.487,
run,log.warning_count,25,
floorplan,io_pins,36,
logic_synthesis,synthDistinctLibCells,44,
global_route,antenna_found_initial,0,
cts,clkLatencyLatePin,0.29,ns
timing,tns,0,ns
drt,avgViaCountPerCell,4.88,
cells_and_area,area_growth,18.5,%
power,clockPowerShare,0.217,
placement,place_hpwl,4080,µm
logic_synthesis,synth_flops,48,
global_route,overflow,0,
timing,relSlewSlack,0.539,
floorplan,coreArea,8810,µm²
worst_hold_path,hold_class,"input port to asynchronous set/reset pin",
power,total_power,1.49,mW
logic_synthesis,synthArstFlopShare,0.958,
logic_synthesis,common_cells,"dfrtp_1, nand2_1, o21ai_0",
global_route,grtUsageTotal,0.124,
critical_path,path_class,"flop to flop",
cts,root_buffer,"clkbuf_8",
critical_path,cp.required,3.48,ns
timing,period_used_share,0.649,
logic_synthesis,synth_stat.cells,299,
critical_path,worstSetupStartpointType,"flop",
logic_synthesis,top_cell,"dfrtp_1",
logic_synthesis,top_cell_area_share,0.416,
## through the flow
| stage | cell area (µm²) | std cells | setup WS (ns) | hold WS (ns) | utilization |
|---|---|---|---|---|---|
| 6_report | 3280 | 436 | 1.16 | 0.308 | 0.372 |
| 5_1_grt | 3280 | 436 | 1.02 | 0.319 | 0.372 |
| 4_1_cts | 3280 | 436 | 1.16 | 0.317 | 0.372 |
| 3_5_place_dp | 3200 | 429 | 1.12 | 0.453 | 0.363 |
| 3_3_place_gp | 3200 | 429 | 1.12 | 0.451 | 0.363 |
| 2_1_floorplan | 2770 | 299 | 1.32 | 0.364 | - |
## cell type report
class	count	area (µm²)
flip-flops and latches	48	1180
repair buffers	38	368
well taps	108	135
multi-input cells	221	1460
clock buffers	7	76.3
fillers	888	5530
inverters	14	52.6
## final timing paths
path                             from          end  slack (ns)  cells past startpoint
max                        product[8]  product[13]        1.16                      8
min                             rst_n         M[7]        0.31                      1
max reg2reg                product[8]  product[13]        1.16                      8
min reg2reg                      done         done        0.47                      1
max in group asynchronous       rst_n   product[1]        2.28                      2
min in group clk0                done         done        0.47                      1
## layout by cell type, fill, tap and decap left out, types with 2 or more instances in the layout
master and n:
and3_1 2, clkdlybuf4s50_1 34, a211o_1 2, nand3_1 3, clkbuf_1 2, mux2_2 2, inv_1 14, nand2b_1 5
a211oi_1 4, o22ai_1 4, nand2_1 43, buf_4 3, nor3_1 2, nor4_1 2, a21oi_1 19, ha_1 12
nand3b_1 2, xnor2_1 9, o31ai_1 9, o21ai_0 30, clkbuf_8 5, dfrtp_1 46, xor2_1 17, nor2_1 17
mux2i_1 7, or3_1 5, dlxtn_1 2, o21ai_1 3, nor2b_1 6
## cell families after synthesis
logic type | synth area share
AND/OR/NAND/NOR | 0.168
AND-OR/OR-AND | 0.184
flip-flops | 0.416
buffers and inverters | 0.0434
XOR/XNOR | 0.0824
adder cells (fa/ha/maj) | 0.0615
multiplexers | 0.0335
latches | 0.0109
## registers in the layout, indices dropped and copies added (netlist names)
name and cells:
M 16, product 15, multiplicand 8, count 3
cur_state 2, next_state 2, done 1, signed_bit 1
## per-layer routing
metal | global-route usage | vias to the layer above | part of all wire
met1 | 0.201 | 987 | 0.54
met3 | 0.0203 | 2 | 0.037
li1 | - | 1094 | -
met5 | 0 | - | 0
met4 | 0.0117 | 0 | 0.0071
met2 | 0.184 | 43 | 0.42
## worst max-delay path, stage by stage, from the launching register on
cell and delay [ns]:
dfrtp_1 0.50, ha_1 0.24, inv_1 0.06, fa_1 0.37, nor2b_1 0.19, o31a_1 0.17
o22ai_1 0.10, mux2i_1 0.13, a211o_1 0.26
## power groups by stage
stage	clock, mW	combinational, mW	sequential [mW]
CTS	0.337	0.444	0.724
global route	0.362	0.500	0.736
finish	0.324	0.441	0.726
No activity file was given, so power comes from the tool's default toggle rates.
